## ./config.mk

```make
export PLATFORM = sky130hd
export DESIGN_NAME = dcache_top
export DESIGN_NICKNAME = dcache_top
export VERILOG_FILES = /design/flow/design.v
export SDC_FILE = /design/flow/constraint.sdc
export NUM_CORES = 4
export LEC_CHECK = 1
export CORE_UTILIZATION = 30
export SYNTH_MEMORY_MAX_BITS = 65536
```

## ./constraint.sdc

```tcl
current_design dcache_top

set clk_period 147.4
set clk_io_pct 0.2

create_clock -name clk0 -period $clk_period [get_ports {clk_i}]

set non_clock_inputs [all_inputs -no_clocks]
set_input_delay [expr $clk_period * $clk_io_pct] -clock clk0 $non_clock_inputs
set_output_delay [expr $clk_period * $clk_io_pct] -clock clk0 [all_outputs]
```

## ./design.v

```verilog
module dcache_data_sram
(
	clk_i,
	addr_i,
	data_i,
	enable_i,
	write_i,
	data_o
);
input				  clk_i;
input	[4:0]		addr_i;
input	[255:0]	data_i;
input				  enable_i;
input				  write_i;
output	[255:0] 	data_o;
reg		[255:0]		memory 			[0:31];	
always@(posedge clk_i) begin
    if(enable_i && write_i) begin
		memory[addr_i]   <= data_i;
	end
end
assign 	data_o = (enable_i) ? memory[addr_i] : 256'b0;
endmodule
module dcache_tag_sram
(
	clk_i,
	addr_i,
	data_i,
	enable_i,
	write_i,
	data_o
);
input				  clk_i;
input	[4:0]		addr_i;
input	[23:0]	data_i;
input				  enable_i;
input				  write_i;
output	[23:0] 		data_o;
reg		[23:0]		memory 			[0:31];	
always@(posedge clk_i) begin
    if(enable_i && write_i) begin
		memory[addr_i]   <= data_i;
	end
end
assign 	data_o = (enable_i) ? memory[addr_i] : 24'b0;
endmodule
module dcache_top
(
	clk_i, 
	rst_i,
	mem_data_i, 
	mem_ack_i, 	
	mem_data_o, 
	mem_addr_o, 	
	mem_enable_o, 
	mem_write_o, 
	p1_data_i, 
	p1_addr_i, 	
	p1_MemRead_i, 
	p1_MemWrite_i, 
	p1_data_o, 
	p1_stall_o
);
input				clk_i; 
input				rst_i;
input	[256-1:0]	  mem_data_i; 
input				      mem_ack_i; 
output	[256-1:0]	mem_data_o; 
output	[32-1:0]	mem_addr_o; 	
output				    mem_enable_o; 
output				    mem_write_o; 
input	[32-1:0]	p1_data_i; 
input	[32-1:0]	p1_addr_i; 	
input				    p1_MemRead_i; 
input				    p1_MemWrite_i; 
output	[32-1:0]p1_data_o; 
output				  p1_stall_o; 
wire	[4:0]		  cache_sram_index;
wire				    cache_sram_enable;
wire	[23:0]		cache_sram_tag;
wire	[255:0]		cache_sram_data;
wire				    cache_sram_write;
wire	[23:0]		sram_cache_tag;
wire	[255:0]		sram_cache_data;
wire				sram_valid;
wire				sram_dirty;
parameter 			STATE_IDLE			  = 3'h0,
					      STATE_READMISS		= 3'h1,
					      STATE_READMISSOK	= 3'h2,
					      STATE_WRITEBACK		= 3'h3,
					      STATE_MISS			  = 3'h4;
reg		[2:0]		state;
reg					  mem_enable;
reg					  mem_write;
reg					  cache_we;
wire				  cache_dirty;
reg					  write_back;
wire	[4:0]		  p1_offset;
wire	[4:0]		  p1_index;
wire	[21:0]		p1_tag;
wire	[255:0]		r_hit_data;
wire	[21:0]		sram_tag;
wire				    hit;
reg		[255:0]		w_hit_data;
wire				    write_hit;
wire				    p1_req;
reg		[31:0]		p1_data;
assign 	p1_req     = p1_MemRead_i | p1_MemWrite_i;
assign	p1_offset  = p1_addr_i[4:0];
assign	p1_index   = p1_addr_i[9:5];
assign	p1_tag     = p1_addr_i[31:10];
assign	p1_stall_o = ~hit & p1_req;
assign	p1_data_o  = p1_data; 
assign	sram_valid = sram_cache_tag[23];
assign	sram_dirty = sram_cache_tag[22];
assign	sram_tag   = sram_cache_tag[21:0];
assign	cache_sram_index  = p1_index;
assign	cache_sram_enable = p1_req;
assign	cache_sram_write  = cache_we | write_hit;
assign	cache_sram_tag    = {1'b1, cache_dirty, p1_tag};	
assign	cache_sram_data   = (hit) ? w_hit_data : mem_data_i;
assign	mem_enable_o = mem_enable;
assign	mem_addr_o   = (write_back) ? {sram_tag, p1_index, 5'b0} : {p1_tag, p1_index, 5'b0};
assign	mem_data_o   = sram_cache_data;
assign	mem_write_o  = mem_write;
assign	write_hit    = hit & p1_MemWrite_i;
assign	cache_dirty  = write_hit;
assign hit = ((p1_tag == sram_tag) && sram_valid == 1'b1)? 1'b1:1'b0;
assign r_hit_data = sram_cache_data;
integer index;
initial mem_enable = 1'b0;
initial mem_write = 1'b0;
initial cache_we = 1'b0;
initial write_back = 1'b0;
initial state = STATE_IDLE;
always@(p1_offset or r_hit_data) begin
  index = p1_offset*8;
	p1_data <= r_hit_data[index+:32];
end
always@(p1_offset or r_hit_data or p1_data_i) begin
  if (p1_MemWrite_i) begin
    index = p1_offset*8;
    w_hit_data <= r_hit_data;
	  w_hit_data[index+:32] <= p1_data_i;
  end
end
always@(posedge clk_i or negedge rst_i) begin
	if(~rst_i) begin
		state      <= STATE_IDLE;
		mem_enable <= 1'b0;
		mem_write  <= 1'b0;
		cache_we   <= 1'b0; 
		write_back <= 1'b0;
	end
	else begin
		case(state)		
			STATE_IDLE: begin
				if(p1_req && !hit) begin	 
					state <= STATE_MISS;
				end
				else begin
					state <= STATE_IDLE;
				end
			end
			STATE_MISS: begin
				if(sram_dirty) begin		 
          mem_write <= 1'b1;
	        mem_enable <= 1'b1;
	        write_back <= 1'b1;
					state <= STATE_WRITEBACK;
				end
				else begin					 
	        mem_write <= 1'b0;
	        mem_enable <= 1'b1;
	        write_back <= 1'b0;
					state <= STATE_READMISS;
				end
			end
			STATE_READMISS: begin
				if(mem_ack_i) begin			 
	        mem_enable <= 1'b0;
	        cache_we <= 1'b1;           
					state <= STATE_READMISSOK;
				end
				else begin
					state <= STATE_READMISS;
				end
			end
			STATE_READMISSOK: begin			 
				cache_we <= 1'b0;
				state <= STATE_IDLE;
			end
			STATE_WRITEBACK: begin
				if(mem_ack_i) begin			 
	      	mem_write <= 1'b0;
					write_back <= 1'b0;
					state <= STATE_READMISS;
				end
				else begin
					state <= STATE_WRITEBACK;
				end
			end
		endcase
	end
end
dcache_tag_sram dcache_tag_sram
(
	.clk_i(clk_i),
	.addr_i(cache_sram_index),
	.data_i(cache_sram_tag),
	.enable_i(cache_sram_enable),
	.write_i(cache_sram_write),
	.data_o(sram_cache_tag)
);
dcache_data_sram dcache_data_sram
(
	.clk_i(clk_i),
	.addr_i(cache_sram_index),
	.data_i(cache_sram_data),
	.enable_i(cache_sram_enable),
	.write_i(cache_sram_write),
	.data_o(sram_cache_data)
);
endmodule
```

## ./run.sh

```bash
#!/bin/bash
# OpenROAD 26Q1-2900-gdf79404cd8, Yosys 0.63+post, stock flow scripts
make -C /OpenROAD-flow-scripts/flow DESIGN_CONFIG=/design/flow/config.mk WORK_HOME=/design/flow/orfs finish
```

==> impl_metrics.toml <==
# yosys + openroad results
[status]
status = "stopped before the end"
haltStage = "1_2_yosys"
error = "ERROR: Found 5 problems in 'check -assert'."

[logic_synthesis]
synth_area_leader_cell = "edfxtp_1"
async_flop_share_pct = 0.0672
synth_cell_type_count = 47
area_leaders = "edfxtp_1, mux4_2, a22oi_1"
numSynthFlops = 8934
ys.flop_type = "edfxtp_1"
synth-edff-count = 8928
yosys-stat-cells = 13900
postSynthSeqShare_pct = 80.1
ys_chip_area_mm2 = 0.335
synth_top_area_share_pct = 80.1
synth_warnings = 3
## cell families after synthesis
logic type	share of synthesized area, %
AND/OR/NAND/NOR	0.212
AND-OR/OR-AND	3.47
other	0.00112
XOR/XNOR	0.0576
flip-flops	80.1
multiplexers	15.0
buffers and inverters	1.16
## cell usage after synthesis (all sizes together) (4+ instances only)
library cell,n
nor4,9
a221oi,214
o2111a,16
nand4,8
buf,473
mux4,2072
o21ai,6
mux2i,320
dfrtp,6
o211a,16
o22ai,161
xnor2,20
nor2,73
and3,4
nand4bb,5
nor2b,4
nand2,7
mux2,22
a22oi,608
a22o,214
clkbuf,381
a31oi,222
edfxtp,8928
and2,9
a41oi,56
nand4b,4
or4b,4
