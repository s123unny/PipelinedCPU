`config.mk`:
```
export PLATFORM = sky130hd
export DESIGN_NAME = ALU
export DESIGN_NICKNAME = ALU
export VERILOG_FILES = /design/flow/design.v
export SDC_FILE = /design/flow/constraint.sdc
export NUM_CORES = 4
export LEC_CHECK = 1
export CORE_UTILIZATION = 50
```
`constraint.sdc`:
```
current_design ALU

set clk_period 19.8
set clk_io_pct 0.2

create_clock -name clk0 -period $clk_period

set non_clock_inputs [all_inputs -no_clocks]
set_input_delay [expr $clk_period * $clk_io_pct] -clock clk0 $non_clock_inputs
set_output_delay [expr $clk_period * $clk_io_pct] -clock clk0 [all_outputs]
```
`design.v`:
```
module ALU(
    data1_i    ,
    data2_i    ,
    ALUCtrl_i  ,
    data_o     ,
    Zero_o     
);
input [31:0] data1_i;
input [31:0] data2_i;
input [2:0] ALUCtrl_i;
output reg [31:0] data_o;
output reg Zero_o;
always @(data1_i or data2_i or ALUCtrl_i) begin
	case (ALUCtrl_i)
		3'b010: data_o <= data1_i + data2_i; 
		3'b100: data_o <= data1_i * data2_i; 
		3'b110: data_o <= data1_i - data2_i; 
		3'b000: data_o <= data1_i & data2_i; 
		3'b001: data_o <= data1_i | data2_i; 
		default: data_o <= data1_i & data2_i;
	endcase
	Zero_o = 1'b0;
end
endmodule
```
`run.sh`:
```
#!/bin/bash
# OpenROAD 26Q1-2900-gdf79404cd8, Yosys 0.63+post, stock flow scripts
make -C /OpenROAD-flow-scripts/flow DESIGN_CONFIG=/design/flow/config.mk WORK_HOME=/design/flow/orfs finish
```
==> flow_metrics.env <==
# flow metrics
export IMPL_finalCritPeriodShare_pct=82.2
export IMPL_fin_util_pct=54.8
export IMPL_drv_cap=0
export IMPL_final_cells=2775
export IMPL_max_freq_mhz=61.5
export IMPL_dr_total_vias=15300
export IMPL_critical_path_class="input port to output port"
export IMPL_tool_warnings=34
export IMPL_chip_area_um2=38800
export IMPL_routed_wl_mm=60.7
export IMPL_yosys_stat_chipArea_um2=19000
export IMPL_postCtsSetupBuffers=0
export IMPL_dpl_cell_area_um2=20500
export IMPL_largest_area_cell="fa_1"
export IMPL_ys_cells=2237
export IMPL_cts_hold_buffers_added=0
export IMPL_fillers=3545
export IMPL_finalMaxSlewViolations=0
export IMPL_hp_class="input port to output port"
export IMPL_dp_cells=2774
export IMPL_design_area_um2=20500
export IMPL_fin_ws_ns=3.53
export IMPL_rsz0062_at_grt="no"
export IMPL_mappedNetlistArea_um2=19000
export IMPL_flop_count=0
export IMPL_holdWs_ns=9.14
export IMPL_core_um2=37500
export IMPL_io_buffers=99
export IMPL_track_usage_pct=35.6
export IMPL_logic_area_um2=17000
export IMPL_die_h_um=197
export IMPL_cp_required_ns=15.84
export IMPL_clkbuf_count=0
export IMPL_drtIter0Drc=913
export IMPL_area_leaders="fa_1, ha_1, and2_1, inv_1, nand2_1"
export IMPL_netlist_instances=2237
export IMPL_initial_core_util_pct=50.7
export IMPL_rows=71
export IMPL_grt_pass1_wl_mm=95.5
export IMPL_grt_antenna_before_repair=1
export IMPL_area_growth_pct=8.18
export IMPL_worst_slew_pin_slew_ns=0.924
export IMPL_ys_seq_share_pct=0
export IMPL_grt_max_degree=35
export IMPL_preCtsSetupSlack_ns=3.67
export IMPL_critPathLaunchType="input port"
export IMPL_critPathCaptureType="output port"
export IMPL_first_pass_iters=7
export IMPL_maxSlewHeadroom_pct=38.2
export IMPL_setup_viol=0
export IMPL_drc=0
export IMPL_cts_resized=0
export IMPL_cp_max_fo=17
export IMPL_timing_final_crit_period_ns=16.27
export IMPL_grt_overflow=0
export IMPL_ys_warn_count=1
export IMPL_io_pins=100
export IMPL_tns_ns=0
export IMPL_wl_per_cell_um=21.9
export IMPL_avgSynthCellArea_um2=8.49
export IMPL_post_route_cells_drive_above_1_share_pct=3.54
export IMPL_gp_congestion=0.958
export IMPL_common_cells="fa_1, inv_1, and2_1"
export IMPL_synth_cell_types=77
export IMPL_hold_viol=0
export IMPL_outcome="complete, no violations"
export IMPL_seq_area_um2=0
export IMPL_top_cell="fa_1"
export IMPL_grt_pass1_vias=16400
export IMPL_top_area_share_pct=43.1
export IMPL_dp_hpwl_mm=45.9
export IMPL_fp_dieW_um=197
export IMPL_routed_via_density=5.50
export IMPL_crit_arrival_ns=12.31
export IMPL_ant_nets=0
[per-layer routing]
metal	part of all wire, %	wire, um	up-vias	GRT usage, %
met5	0	0	-	0
met4	2.8	1720	0	7.55
met3	11	6870	83	13.3
met2	44	26600	678	52.0
met1	42	25500	7584	53.3
li1	-	-	6922	-
[layout by cell type, fill, tap and decap left out, drive strengths merged, types with 9 or more instances in the layout]
master	Yosys	routed
buf	12	52
fa	409	409
and2	294	294
xnor2	84	84
ha	157	157
nand3	15	15
a21oi	67	67
a211oi	9	9
nor3	19	19
nand2b	13	13
nor2	73	73
o21a	12	12
a31oi	9	9
o21ai	55	55
o22ai	15	15
a22oi	12	12
inv	402	402
clkdlybuf4s50	0	99
xor2	57	57
a21o	15	15
nand2	269	269
[worst max-delay path, cell delays in order]
cell and delay, ns:
clkdlybuf4s50_1 0.46, buf_4 0.30, clkinv_1 0.40, nor2_1 0.40, fa_1 0.48, inv_1 0.10
fa_1 0.18, inv_1 0.05, fa_1 0.47, inv_1 0.05, fa_1 0.47, inv_1 0.05
fa_1 0.50, inv_1 0.05, fa_1 0.54, inv_1 0.05, fa_1 0.50, fa_1 0.43
ha_1 0.44, and4_1 0.22, o21ai_0 0.09, nor2b_1 0.16, o31ai_2 0.52, a211oi_1 0.15
or3_1 0.41, xnor2_1 0.16, a211o_1 0.30, clkdlybuf4s50_1 0.42
[final cells by class]
cell class / instances / share of cell area [%]
tap: 511 / 3.11
timing repair buffer: 151 / 6.72
inverter: 403 / 7.36
antenna: 1 / 0.0122
multi-input combinational: 1709 / 82.8
[kinds of logic after synthesis]
group / count (synthesis) / share of synthesized area [%]
simple gates: 731 / 19.6
fa+ha+maj: 571 / 53.7
buf+inv: 528 / 10.5
compound gates: 260 / 9.39
xor+xnor: 141 / 6.54
mux: 5 / 0.264
other cells: 1 / 0.0197
[path summary, 6_finish.rpt]
kind	from	endpoint	cells past startpoint	slack [ns]
max	data2_i[12]	data_o[31]	28	3.53
min	data1_i[30]	data_o[30]	4	9.14
