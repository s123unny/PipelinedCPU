==> ./run.sh <==
#!/bin/bash
# OpenROAD 26Q1-2900-gdf79404cd8, Yosys 0.63+post, stock flow scripts
make -C /OpenROAD-flow-scripts/flow DESIGN_CONFIG=/design/flow/config.mk WORK_HOME=/design/flow/orfs finish
==> ./config.mk <==
export PLATFORM = sky130hd
export DESIGN_NAME = Registers
export DESIGN_NICKNAME = Registers
export VERILOG_FILES = /design/flow/design.v
export SDC_FILE = /design/flow/constraint.sdc
export NUM_CORES = 4
export LEC_CHECK = 1
export CORE_UTILIZATION = 50
==> ./constraint.sdc <==
current_design Registers

set clk_period 9.1
set clk_io_pct 0.2

create_clock -name clk0 -period $clk_period

set non_clock_inputs [all_inputs -no_clocks]
set_input_delay [expr $clk_period * $clk_io_pct] -clock clk0 $non_clock_inputs
set_output_delay [expr $clk_period * $clk_io_pct] -clock clk0 [all_outputs]
==> ./design.v <==
module Registers
(
	clk_i,
    RSaddr_i,
    RTaddr_i,
    RDaddr_i, 
    RDdata_i,
    RegWrite_i, 
    RSdata_o, 
    RTdata_o 
);
input 				clk_i;
input   [4:0]       RSaddr_i;
input   [4:0]       RTaddr_i;
input   [4:0]       RDaddr_i;
input   [31:0]      RDdata_i;
input               RegWrite_i;
output  [31:0]      RSdata_o; 
output  [31:0]      RTdata_o;
reg     [31:0]      register        [0:31];
assign RSdata_o = register[RSaddr_i];
assign RTdata_o = register[RTaddr_i];
always@(*) begin
    if(RegWrite_i)
        register[RDaddr_i] <= RDdata_i;
end
endmodule 
==> impl_metrics.py <==
# Generated from Yosys and OpenROAD reports
metrics = {
    "outcome": {
        "outcome": "complete, no violations",
    },
    "synth": {
        "yosysUniqueCellTypes": 65,
        "syn_avg_cell_area_um2": 9.291,
        "synthCells": 3139,
        "yosysTopAreaCellShare": 0.5280,
        "ys_top_cells_by_count": "dlxtn_1 (1024), a22oi_1 (670), nand2_1 (193), buf_2 (140), nor2_1 (140)",
        "synth-edff-count": 0,
        "async_flop_share": 0,
        "syn_area_um2": 29160,
        "largest_area_cell": "dlxtn_1",
        "numSynthFlops": 1024,
        "synth_top_flop_cell": "dlxtn_1",
        "ys_area_um2": 29160,
        "yosysWarnings": 2,
        "yosys_cells": 3139,
        "most_common_cell": "dlxtn_1",
        "topCellsByArea": "dlxtn_1 (53%), a22oi_1 (17%), nand2_1 (2.5%), buf_2 (2.4%), nand4_1 (2.3%)",
    },
    "die": {
        "initial_core_util": 0.5055,
        "core_um2": 57700,
        "rows": 88,
        "dieArea_um2": 59300,
        "fp.dieH_um": 243.5,
        "io_pins": 113,
        "die_w_um": 243.5,
    },
    "grt": {
        "grt_pass1_wl_um": 261900,
        "antenna_found_initial": 28,
        "global_route.usage.total": 0.6783,
        "grt_max_degree": 46,
        "grt_pass1_vias": 32353,
        "grt-ovfl-total": 0,
    },
    "clocking": {
        "cts_hold_buf": 0,
        "ctsResizeCount": 0,
        "cts_setup_buffers": 0,
    },
    "placement": {
        "io_buffers": 112,
        "place_ws_ns": 1.612,
        "dp.cells": 3995,
        "dpl_cell_area_um2": 32180,
        "place_hpwl_um": 113000,
        "gp_congestion": 1.128,
    },
    "critical_path": {
        "required_ns": 7.28,
        "cp-startpoint": "RSaddr_i[2]",
        "cp.arrival_ns": 6.17,
        "crit_fanout": 15,
        "end_kind": "primary output",
        "critPathKind": "in -> out",
        "cp-start-kind": "primary input",
        "endpoint": "RSdata_o[25]",
    },
    "sta": {
        "relSlewSlack": 0.08212,
        "finalSetupViolations": 0,
        "rsz0062_at_grt": "false",
        "timing.final.crit_period_ns": 7.995,
        "untimed_endpoints": 1024,
        "final_hold_viol_count": 0,
        "fmax_ghz": 0.1251,
        "period_used_share": 0.8786,
        "fin_ws_ns": 1.105,
        "final_max_slew_viol_count": 0,
        "worstMarginPinSlew_ns": 1.366,
        "finalSetupTns_ns": 0,
        "unclocked_pins": 1024,
    },
    "pwr": {
        "powerDensity_nw_per_um2": 39.81,
        "leakage_uw": 0.01373,
        "power.net_switching_uw": 675.7,
        "ir_worst_vdd_mv": 0.04043,
        "switching_share": 0.5258,
        "p_int_uw": 609.5,
    },
    "routing": {
        "drcViolationCount": 0,
        "wl_per_cell_um": 48.44,
        "postRouteAntennaNets": 0,
        "drtIter0Drc": 5111,
        "drt-total-wl_um": 195500,
        "num_vias": 34426,
        "first_pass_iters": 27,
        "avgViaCountPerCell": 8.530,
    },
    "hold_path": {
        "hold_path_class": "in -> out",
    },
    "finish": {
        "top_register": "register",
        "n_fill_cell": 5025,
        "final_cells": 4036,
        "largestRegisters": "register x1024",
        "seqCellArea_um2": 15370,
        "syn_to_final_growth_pct": 10.70,
        "largest_reg_flops": 1024,
        "drive_above_1_share": 0.1043,
        "comb_area_um2": 13110,
        "fin_area_um2": 32280,
    },
    "flow_run": {
        "maxCapViolCount": 0,
        "openroad.warnings": 33,
    },
}
## worst min path at each step
stage / end / start / depth (start not counted)
after global routing: RTdata_o[29] / RTaddr_i[0] / 5
final: RTdata_o[29] / RTaddr_i[0] / 5
after CTS: RTdata_o[29] / RTaddr_i[0] / 5
## cells in the final DEF, fill, tap and decap left out, types with 48 or more instances in the layout
cell type,instances
a21oi_1,70
a221oi_1,58
a22o_1,73
a22oi_1,670
buf_4,195
clkdlybuf4s50_1,103
dlxtn_1,1024
mux2i_1,60
nand2_1,160
nand3_1,48
nand4_1,108
nor2_1,105
nor2_4,57
nor3_1,66
## cells by family (layout without fill, tap and decap cells)
family	after synthesis	count (layout)	share of synthesized area
mux	78	78	0.02832
compound gates	1070	1070	0.2779
simple gates	737	737	0.1286
latches	1024	1024	0.5280
other cells	0	41	0
buf+inv	230	321	0.03805
## metal layers
| layer | global-route usage | wire, um | vias to the layer above |
|---|---|---|---|
| li1 | - | - | 12322 |
| met1 | 0.7376 | 60660 | 15771 |
| met2 | 0.8064 | 69360 | 4436 |
| met3 | 0.5867 | 41450 | 1847 |
| met4 | 0.5246 | 22940 | 50 |
| met5 | 0.1993 | 1109 | - |
## worst max-delay path: stages
cell             delay, ns
buf_2                 0.42
or3b_1                0.82
buf_4                 0.34
nor2_2                1.00
buf_4                 0.42
a22o_1                0.18
a221oi_1              0.04
and3_1                0.24
a31oi_1               0.33
clkdlybuf4s50_1       0.55
## layout make-up
class | instances | share of cell area
Sequential cell | 1024 | 0.4762
Multi-Input combinational cell | 1885 | 0.4062
Inverter | 6 | 0.0006976
Timing Repair Buffer | 315 | 0.08410
Antenna cell | 41 | 0.003178
Tap cell | 765 | 0.02965
## metrics by stage
| step | util | total power [uW] | hold WS [ns] |
|---|---|---|---|
| finish | 0.5596 | 1285 | 4.735 |
| global route | 0.5581 | 1298 | 4.739 |
| CTS | 0.5578 | 1204 | 4.695 |
| detailed placement | 0.5578 | 1199 | 4.689 |
| global placement | 0.5578 | 1197 | 4.713 |
| floorplan | - | 717.1 | 4.088 |
Power and IR drop assume default switching activity.
